### flow/config.mk
export PLATFORM = sky130hd
export DESIGN_NAME = InputRouter
export DESIGN_NICKNAME = InputRouter
export VERILOG_FILES = /design/flow/design.v
export SDC_FILE = /design/flow/constraint.sdc
export NUM_CORES = 4
export LEC_CHECK = 1
export CORE_AREA = 10 10 212 212
export DIE_AREA = 0 0 222 222
### flow/constraint.sdc
current_design InputRouter

set clk_period 43.8
set clk_io_pct 0.2

create_clock -name clk0 -period $clk_period [get_ports {Clock}]
create_clock -name clk1 -period $clk_period [get_ports {RouteEnable}]

set non_clock_inputs [all_inputs -no_clocks]
set_input_delay [expr $clk_period * $clk_io_pct] -clock clk0 $non_clock_inputs
set_output_delay [expr $clk_period * $clk_io_pct] -clock clk0 [all_outputs]
### flow/design.v
`timescale 1ns/1ns
module InputRouter
#(
	parameter INTEGER_WIDTH = 16,
	parameter DATA_WIDTH_FRAC = 32,
	parameter DATA_WIDTH = INTEGER_WIDTH + DATA_WIDTH_FRAC, 
	parameter NEURON_WIDTH_LOGICAL = 11, 
	parameter NEURON_WIDTH = NEURON_WIDTH_LOGICAL,
	parameter NEURON_WIDTH_INPUT = NEURON_WIDTH_LOGICAL,
	parameter NEURON_WIDTH_MAX_LAYER = 11,
	parameter ROW_WIDTH = NEURON_WIDTH_INPUT + 1,
	parameter COLUMN_WIDTH = NEURON_WIDTH_LOGICAL,  
	parameter ADDR_WIDTH = ROW_WIDTH + COLUMN_WIDTH,		 
	parameter INPUT_NEURON_START = 0,
	parameter LOGICAL_NEURON_START = 2**NEURON_WIDTH_INPUT										
)																				
(
	input Clock,
	input Reset,
	input RouteEnable,
	input wire Initialize,
	input wire [(NEURON_WIDTH-1):0] ExRangeLOWER,			 
	input wire [(NEURON_WIDTH-1):0] ExRangeUPPER,			 
	input wire [(NEURON_WIDTH-1):0] InRangeLOWER,			 
	input wire [(NEURON_WIDTH-1):0] InRangeUPPER,			 
	input wire [(NEURON_WIDTH-1):0] IPRangeLOWER,			 
	input wire [(NEURON_WIDTH-1):0] IPRangeUPPER,			 
	input wire [(NEURON_WIDTH-1):0] NeuStart,				 
	input wire [(NEURON_WIDTH-1):0] NeuEnd,					 
	input wire [(NEURON_WIDTH-1):0] NeuronID,				 
	input wire signed [(DATA_WIDTH-1):0] WeightData,		 
	output reg WChipEnable,									 
	output [(ADDR_WIDTH-1):0] WRAMAddress,					 
	input wire signed [(DATA_WIDTH-1):0] ExWeightSum,		 
	input wire signed [(DATA_WIDTH-1):0] InWeightSum,		 
	output reg EXChipEnable,								 
	output reg INChipEnable,								 
	output reg EXWriteEnable,								 
	output reg INWriteEnable,								 
	output wire [(NEURON_WIDTH-1):0] EXAddress,				 
	output wire [(NEURON_WIDTH-1):0] INAddress,				 
	output wire signed [(DATA_WIDTH-1):0] NewExWeightSum,	 
	output wire signed [(DATA_WIDTH-1):0] NewInWeightSum,	 
	output reg RoutingComplete								 
);
	reg [(NEURON_WIDTH-1):0] Current_Affected, NID;
	wire Spiked_ExOrIn; 
	reg DoneRead, DoneWrite, Next;
	wire signed [(DATA_WIDTH-1):0] CurrentWeight, CurrentEx, CurrentIn;
	assign WRAMAddress[(ADDR_WIDTH-1):(ADDR_WIDTH-ROW_WIDTH)] = (NID >= IPRangeLOWER && NID <= IPRangeUPPER) ? NID + INPUT_NEURON_START : NID - NeuStart + LOGICAL_NEURON_START;					
	assign WRAMAddress[(COLUMN_WIDTH-1):0] = Current_Affected;
	assign EXAddress = Current_Affected;
	assign INAddress = Current_Affected;
	assign Spiked_ExOrIn = RouteEnable && ((NID >= ExRangeLOWER && NID <= ExRangeUPPER) || (NID >= IPRangeLOWER && NID <= IPRangeUPPER)) ? 1'b0 : 1'b1 ;  
	assign CurrentWeight = WeightData;
	assign CurrentEx = ExWeightSum;
	assign CurrentIn = InWeightSum;
	assign NewExWeightSum = (~Spiked_ExOrIn)? CurrentEx + CurrentWeight : 0;
	assign NewInWeightSum = (Spiked_ExOrIn)? CurrentIn + CurrentWeight : 0;
	always @ (posedge Clock) begin 
		if(Reset) begin 
			WChipEnable <= 1'b0;
			EXChipEnable <= 1'b0;
			INChipEnable <= 1'b0;
			EXWriteEnable <= 0;
			INWriteEnable <= 0;
			RoutingComplete <= 0;	
			Current_Affected <= 0;
			DoneRead <= 0;
			DoneWrite <= 0;
			Next <= 0;
		end
		else if(Initialize && ~RouteEnable) begin 
			WChipEnable <= 1'b0;
			EXChipEnable <= 1'b0;
			INChipEnable <= 1'b0;
			EXWriteEnable <= 0;
			INWriteEnable <= 0;
			RoutingComplete <= 0;
			Current_Affected <= 0;
			DoneRead <= 0;	
			DoneWrite <= 0;
			Next <= 0;
		end
		else if(RouteEnable) begin
			WChipEnable <= 1'b1;
			EXChipEnable <= ~Spiked_ExOrIn;
			INChipEnable <= Spiked_ExOrIn;
			DoneRead <= WChipEnable && ~DoneWrite && ~Next;
			EXWriteEnable <= DoneRead && ~Spiked_ExOrIn && ~DoneWrite;
			INWriteEnable <= DoneRead && Spiked_ExOrIn && ~DoneWrite;
			DoneWrite <= DoneRead && ~Next;
			Next <= DoneWrite;
			if (Next && DoneWrite) begin 
				Current_Affected <= (Current_Affected < NeuEnd - NeuStart) ? Current_Affected + 1 : 0;
				RoutingComplete <= (Current_Affected < NeuEnd - NeuStart) ? 1'b0 : 1'b1;
			end
			else begin 
				Current_Affected <= Current_Affected;
			end
		end
		else begin 
			WChipEnable <= 1'b0;
			EXChipEnable <= 1'b0;
			INChipEnable <= 1'b0;
			EXWriteEnable <= 0;
			INWriteEnable <= 0;
			RoutingComplete <= 0;
			Current_Affected <= 0;
			DoneRead <= 0;	
			DoneWrite <= 0;
			Next <= 0;
		end
	end	
	always @ (posedge RouteEnable) begin 
		NID <= NeuronID;
	end
endmodule
### flow/run.sh
#!/bin/bash
# OpenROAD 26Q1-2900-gdf79404cd8, Yosys 0.63+post, stock flow scripts
make -C /OpenROAD-flow-scripts/flow DESIGN_CONFIG=/design/flow/config.mk WORK_HOME=/design/flow/orfs finish
==> results.tsv <==
stage	metric	value	unit
outcome	status	completed	
finish	seq_area	621	µm²
logic_synthesis	aoi_share	32.0	%
logic_synthesis	ys_ff	31	
finish	layout-drive-gt1-share	4.69	%
global_routing	grt_pass1_vias	12500	
finish	nFillCells	4114	
worst_setup_path	r2r_slack	40.34	ns
worst_setup_path	cp-end-kind	output port	
placed_design	place.gp.congestion	0.977	
hold_path	min_path_cells	1	
final_timing	fin_skew	0.00426	ns
global_routing	antenna_found_initial	2	
die	initial_core_util	23.3	%
die	dieWidth	222	µm
hold_path	min_to	DoneWrite	
hold_path	hp-class	flop to flop	
routing	drt-vias-per-instance	5.11	
global_routing	grt_pass1_wl	65900	µm
final_timing	tns	0	ns
finish	final_util	35.9	%
logic_synthesis	ys_seq_share	6.66	%
logic_synthesis	top_logic_kind	AND-OR/OR-AND gates	
logic_synthesis	async_flop_share	0	%
logic_synthesis	ff_type	dfxtp_1	
power_and_ir_drop	ir_drop	0.0140	mV
logic_synthesis	ys_sh_mux	0.684	%
placed_design	io_buffers	369	
die	fp.dieH	222	µm
cts	ctsHoldBuffers	0	
final_timing	worst_pin_slew	1.11	ns
logic_synthesis	ys.warnings.count	1	
job	openroad.warnings	258	
finish	lay_top_cells	369 x clkdlybuf4s50_1, 170 x ha_1, 147 x a21oi_1	
power_and_ir_drop	p_leak	0.00637	µW
worst_setup_path	r2r-start	NID[0]	
logic_synthesis	yosysChipArea	9330	µm²
global_routing	grt_usage	17.0	%
logic_synthesis	synth-xor-area-share	8.45	%
placed_design	place_hpwl	36400	µm
worst_setup_path	worstSetupStartpointType	clock port	
die	coreArea	40000	µm²
routing	drcViolationCount	0	
logic_synthesis	synth-edff-count	0	
logic_synthesis	synthDistinctLibCells	77	
worst_setup_path	crit_required	35.04	ns
worst_setup_path	crit_path_max_fanout	11	
placed_design	dpl_cell_area	13300	µm²
routing	avgRoutedWirePerCell	19.6	µm
final_timing	hold_violations	0	
cts	clkSlewWorstSetupHoldPaths	0.06	ns
final_timing	relSlewSlack	25.4	%
final_timing	slew_viol_final	0	
job	cap_violations	0	
final_timing	setup-violations-final	0	
routing	dr.pass1.iters	5	
logic_synthesis	syn_area	9330	µm²
logic_synthesis	simple_gate_share	21.1	%
finish	syn_to_final_growth	54.2	%
routing	drtAntennaViolNets	0	
worst_setup_path	path_class	clock port to output port	
finish	comb_area	8020	µm²
logic_synthesis	synth.avg_cell_area	7.03	µm²
routing	drt-initial-drc-count	590	
logic_synthesis	ys_sh_adder	23.7	%
cts	ctsResizeCount	0	
logic_synthesis	syn_inst	1326	
worst_setup_path	startpoint	RouteEnable	
global_routing	grt_overflow	0	
logic_synthesis	synth.largest_area_cell	ha_1	
final_timing	rsz0062_at_grt	no	
finish	fin_area	14400	µm²
worst_setup_path	r2r_end	EXWriteEnable	
die	std_cell_rows	73	
logic_synthesis	top_area_share	22.8	%
die	ioPinCount	394	
logic_synthesis	synthTopCellsByArea	ha_1 23%, a21oi_1 7.9%, dfxtp_1 6.7%	
global_routing	grt_max_degree	23	
routing	routed-via-count	11300	
cts	cts_tree	yes	
hold_path	hold_start	DoneRead	
die	chipArea	49300	µm²
logic_synthesis	ys_cells	1326	
power_and_ir_drop	power_density	29.9	nW/µm²
routing	wirelength	43300	µm
worst_setup_path	crit_arrival	24.62	ns
finish	layout_top_cell	clkdlybuf4s50_1	
cts	post_cts_buffers	0	
worst_setup_path	rr_worst_depth	11	
==> layout make-up <==
class	instances	share of cell area [%]
multi-input cells	1136	55.8
inverters	94	2.45
clock inverters	13	0.801
diodes	1	0.0174
well taps	525	4.57
clock buffers	137	13.1
flip-flops and latches	31	4.32
repair buffers	273	19.0
==> how the worst max path moves through the flow <==
stage / endpoint / slack [ns] / cells past startpoint
after CTS: NewInWeightSum[19] / 10.35 / 14
after global routing: NewInWeightSum[19] / 10.28 / 14
final: NewInWeightSum[19] / 10.42 / 14
==> cell usage after synthesis (all sizes together) (5+ instances only) <==
cell and instances:
buf 29, a211oi 20, nor2b 11, nand2 98, xnor2 47, nor2 143
a221o 5, a21boi 9, or2 5, a31oi 10, and2 13, and3 13
xor2 43, a21o 75, o21a 29, ha 170, o211ai 15, o21ai 75
clkbuf 35, nand3 35, a21oi 148, nor3b 6, a211o 5, dfxtp 31
inv 95, a41oi 5, nand2b 15, nor3 37, nand4 27, o21bai 19
==> registers in the layout (all words and copies together), names as in the netlist <==
name,count
Current_Affected,11
NID,11
DoneRead,1
DoneWrite,1
EXChipEnable,1
EXWriteEnable,1
INChipEnable,1
INWriteEnable,1
Next,1
RoutingComplete,1
WChipEnable,1
==> layer usage <==
layer	track usage, %	vias up	wire (µm)
met2	24.4	549	19100
met3	8.45	171	4330
met5	0	-	0
met1	19.0	5067	17500
met4	12.8	0	2490
li1	-	5509	-
==> through the flow <==
stage	std cells	setup slack [ns]	power (µW)	hold WS [ns]
6_report	2210	10.42	429	0.479
5_1_grt	2209	10.28	465	0.501
4_1_cts	2209	10.35	445	0.479
3_5_place_dp	2156	10.08	253	0.241
3_3_place_gp	2156	10.08	254	0.241
2_1_floorplan	1326	12.16	147	0.241
==> where the power goes <==
part	leakage [µW]	switching [µW]	internal, µW	total (µW)
clock	0.00116	80.9	173	254
sequential	0.000255	1.94	30.2	32.1
combinational	0.00496	73.7	69.2	143
==> kinds of logic after synthesis <==
| group | after synthesis |
|---|---|
| DFF | 31 |
| AOI/OAI and AO/OA | 451 |
| muxes | 6 |
| adders and majority gates | 174 |
| xor gates and xnor gates | 90 |
| and+or+nand+nor | 415 |
| buffers and inverters | 159 |
==> worst max-delay path, stage by stage <==
cell and delay, ns:
clkbuf_16 0.12, clkbuf_16 0.13, clkbuf_16 0.13, clkbuf_16 0.14, clkbuf_16 0.14, a21boi_0 0.14
clkbuf_16 0.23, clkbuf_16 0.13, a22o_1 0.24, clkbuf_16 0.17, clkbuf_16 0.17, a2111oi_0 0.30
o31a_1 0.20, clkdlybuf4s50_1 0.48
Power is estimated from default activity; no workload was simulated.
