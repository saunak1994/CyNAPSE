==> ./design.v <==
`timescale 1ns/1ns
module SinglePortNeuronRAM
#(
	parameter INTEGER_WIDTH = 16,
	parameter DATA_WIDTH_FRAC = 32,
	parameter DATA_WIDTH = INTEGER_WIDTH + DATA_WIDTH_FRAC,
	parameter TREF_WIDTH = 8,
	parameter NEURON_WIDTH_LOGICAL = 11,
	parameter WORD_WIDTH = (DATA_WIDTH*6)+(TREF_WIDTH+3)+(NEURON_WIDTH_LOGICAL)+2,				 
	parameter ADDR_WIDTH = 5
)
(
	input Clock,
	input Reset,
	input ChipEnable,
	input WriteEnable,
	input [(WORD_WIDTH-1):0] InputData,
	input [(ADDR_WIDTH-1):0] InputAddress,
	output [(WORD_WIDTH-1):0] OutputData
);
	reg [(WORD_WIDTH - 1):0] OnChipRam [(2**ADDR_WIDTH - 1):0];
	reg [(ADDR_WIDTH - 1):0] RamAddress;
	integer i;
	assign OutputData = OnChipRam[RamAddress]; 
	always @ (posedge Clock) begin
		if (Reset) begin 
			for (i=0;i<2**ADDR_WIDTH;i=i+1) begin 
				OnChipRam[i] <= {WORD_WIDTH{1'b0}};
			end
			RamAddress <= 0;	
		end	
		else if(ChipEnable) begin 		
			if(WriteEnable) begin 
				OnChipRam[InputAddress] <= InputData;
			end
			RamAddress <= InputAddress;
		end
		else begin 
			RamAddress <= RamAddress;
		end
	end
endmodule
==> ./run.sh <==
#!/bin/bash
# OpenROAD 26Q1-2900-gdf79404cd8, Yosys 0.63+post, stock flow scripts
make -C /OpenROAD-flow-scripts/flow DESIGN_CONFIG=/design/flow/config.mk WORK_HOME=/design/flow/orfs finish
==> ./config.mk <==
export PLATFORM = sky130hd
export DESIGN_NAME = SinglePortNeuronRAM
export DESIGN_NICKNAME = SinglePortNeuronRAM
export VERILOG_FILES = /design/flow/design.v
export SDC_FILE = /design/flow/constraint.sdc
export NUM_CORES = 4
export LEC_CHECK = 1
export CORE_UTILIZATION = 50
export SYNTH_MEMORY_MAX_BITS = 65536
==> ./constraint.sdc <==
current_design SinglePortNeuronRAM

set clk_period 198.6
set clk_io_pct 0.2

create_clock -name clk0 -period $clk_period [get_ports {Clock}]

set non_clock_inputs [all_inputs -no_clocks]
set_input_delay [expr $clk_period * $clk_io_pct] -clock clk0 $non_clock_inputs
set_output_delay [expr $clk_period * $clk_io_pct] -clock clk0 [all_outputs]
==> out/metrics.cfg <==
[layout]
fin_util_pct = 56.5
regArea_sq_um = 300000
stdcell_count = 40200
fill_cells = 65200
mi_logic_area_sq_um = 130000
drive_gt1_share_pct = 18.8
syn_to_final_growth_pct = 12.4

[flow_run]
warning_count = 27
maxCapViolCount = 0

[pwr]
clock_power_share_pct = 40.5
power_leakage_uw = 0.167
ir_worst_vdd_uv = 10.1
seqPwrFrac_pct = 51.6
sw_frac_of_total_pct = 22.9
comb_power_share_pct = 8.0
p_per_area_nw_per_um2 = 9.60
power.switching_uw = 1090
internal_power_uw = 3670

[yosys]
postSynthCellCount = 27200
synthDistinctLibCells = 32
yosysChipArea_sq_um = 441000
syn_avg_cell_area_sq_um = 16.2
yosys_warnings = 1
syn-cell-area_sq_um = 441000
ys_ff = 9994
ys_seq_share_pct = 68.0
ys_cells = 27200

[worst_setup_path]
crit_path_frequent_cell = buf_4
worstPathRequired_ps = 158880
start_kind = register
end_kind = output port
slowest_delay_ps = 1080
path_class = reg -> out
arrival_ps = 8110
crit_fanout = 42
cp_cell_sequence = buf_4 -> buf_4 -> buf_4 -> buf_4 -> buf_4 -> buf_4 -> mux4_2 -> o22ai_1 -> nor4_1 -> buf_4 -> clkdlybuf4s50_1
crit_slowest_cell = nor4_1
crit_buf_inv = 8
cpLargestDelayFamily = buffers and inverters

[timing]
tns_ps = 0
worst_pin_slew_ps = 1390
slew_headroom_pct = 6.39
slew_viol_final = 0
min_period_over_period_pct = 24.1
finalHoldViolations = 0
fmax_mhz = 20.9
worst_slack_ps = 150770
setup_viol = 0
skew_ps = 11.1
rsz0062_at_grt = no
period_needed_ps = 47830

[placement]
globalplace.congestion = 0.862
dp_hpwl_um = 834000
numPortBuffers = 632
dpl.cell_count = 38100
post-place-ws_ps = 151620

[global_route]
grt_max_degree = 85
first_global_vias = 264000
grt_pass1_wl_um = 2070000
track_usage_pct = 37.8
grt-ovfl-total = 0
antenna_found_initial = 213

[floorplan]
row_count = 344
core_area_sq_um = 878000
initial_core_util_pct = 50.2
pin_count = 633
fp.dieW_um = 942
die_h_um = 942
dieArea_sq_um = 886000

[min_path]
worst_hold_path_type = reg -> reg

[clock_network]
ctsResizeCount = 0
cts_setup_buffers = 0
htree_levels = 7
hold_buffers = 0
numCtsBuffers = 1139
insertion_delay_ps = 1230
cts_tree = built
path_clk_slew_ps = 60
cts_sinks = 9994
clockRootBuffer = clkbuf_16
clockBufferDepth = 5

[routing]
drt_pre_antenna_iters = 6
antenna_left = 0
via_count = 246000
drt_iter0_drc = 16300
drc_errors = 0
via_per_inst = 6.12
wl_per_cell_um = 37.0
totalWireLength_um = 1490000

[outcome]
outcome = finished, final reports clean

## kinds of logic after synthesis
| family | synth area share (%) |
|---|---|
| flops | 68.0 |
| compound gates | 1.85 |
| mux | 12.7 |
| simple gates | 14.8 |
| buf+inv | 2.66 |
## layout by cell type (no fill, tap or decap), types with 33 or more instances in the layout
cell	instances
edfxtp_1	9984
diode_2	169
or2_4	34
a22oi_1	105
nor2_4	33
mux4_2	2412
nor4_1	210
buf_4	1334
and2_1	9987
o22ai_1	1164
clkinv_1	256
clkbuf_1	281
clkbuf_16	1163
clkinv_2	122
buf_12	61
clkdlybuf4s50_1	632
nor4_2	81
nand3_1	43
mux2i_1	173
## registers in the layout, summed over array words and instances (netlist names), named ones only
register	cells
RamAddress	5
OnChipRam	9984
## synth_stat cells (all sizes together)
master  instances  area (sq um)
and3            1          6.26
or3b            2          17.5
nand4          21           131
mux2i         173          1730
clkbuf       2297          8620
nor3b           1          12.5
edfxtp       9984        300000
nand2          27           106
and2b           1          7.51
or3             2          17.5
o22ai        1164          7280
or2            34           213
nor2b           5          31.3
a22oi         105           788
a21oi          21           105
nand2b          2          12.5
nor3            1          5.00
nand3b          4          30.0
mux4         2412         54300
nand3          46           240
nor4          291          1820
and2         9987         62500
and3b           1          8.76
buf           580          3110
nor2           42           228
dfxtp          10           200
## final timing paths
| check | from | to | slack, ps | cells past startpoint |
|---|---|---|---|---|
| max | register | OutputData[25] | 150770 | 11 |
| min | RamAddress[2]$_SDFFE_PP0P_ | register | 530 | 2 |
| max reg2reg | RamAddress[3]$_SDFFE_PP0P_ | RamAddress[3]$_SDFFE_PP0P_ | 197330 | 2 |
| min reg2reg | RamAddress[2]$_SDFFE_PP0P_ | register | 530 | 2 |
## metrics by stage
| step | hold WS, ps | area, sq um | power, uW |
|---|---|---|---|
| after floorplan | 463 | 441000 | 2690 |
| after global placement | 505 | 463000 | 2870 |
| after detailed placement | 519 | 463000 | 2880 |
| after CTS | 531 | 496000 | 4780 |
| after global routing | 557 | 496000 | 4880 |
| final | 529 | 496000 | 4760 |
## worst reg2reg max path: cells and delay by family, from the launching register on
kind	cells	cell delay (ps)
AND/OR/NAND/NOR	1	720
multiplexers	1	60
flip-flops	1	300
## metal layers
metal | track usage, % | vias to the layer above | wire length, um
met5 | 3.81 | - | 4440
met4 | 14.9 | 190 | 75100
met3 | 29.8 | 3686 | 275000
met2 | 51.7 | 19300 | 678000
met1 | 46.7 | 121000 | 453000
li1 | - | 102000 | -
## power by group through the flow
stage         logic [uW]  clock network (uW)  registers (uW)
global route         398                2020            2460
finish               381                1930            2450
CTS                  380                1950            2450
## area by class of cell
class | count | area share, %
timing repair buffer | 2027 | 3.54
sequential | 9994 | 60.5
antenna | 169 | 0.0853
clock inverter | 434 | 0.548
clock buffer | 1444 | 6.08
multi-input combinational | 14300 | 26.3
tap | 11800 | 2.97
Power figures rest on the tool's default switching activity, not on a simulated workload.
