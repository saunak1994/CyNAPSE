File: design/flow/design.v
`timescale 1ns/1ns
module SysControl
#(
	parameter BT_WIDTH = 36, 
	parameter DELTAT_WIDTH = 4
)
(
	input wire Clock,
	input wire Reset,
	input wire Initialize,
	input wire ExternalEnqueue, 			 
	input wire ExternalDequeue, 			 
	input wire Run,	
	input wire [(DELTAT_WIDTH-1):0] DeltaT,
	input wire IsInputQueueFull,
	input wire IsInputQueueEmpty,
	input wire [(BT_WIDTH-1):0] InputBT_Head,
	output wire InputReset,	
	output reg InputQueueEnable,
	output wire InputEnqueue,
	output wire InputDequeue,
	input wire IsAuxQueueFull,
	input wire IsAuxQueueEmpty,
	input wire [(BT_WIDTH-1):0] AuxBT_Head,
	output wire AuxReset,
	output reg AuxQueueEnable,
	output wire AuxDequeue,
	input wire IsOutQueueFull,
	input wire IsOutQueueEmpty,
	input wire [(BT_WIDTH-1):0] OutBT_Head,
	output wire OutReset,
	output reg OutQueueEnable,
	output wire OutDequeue,
	output wire InputRouteInputSelect,		 
	input wire InputRoutingComplete,
	output wire InputRouteReset,
	output wire InputRouteInitialize, 
	output wire InputRouteEnable,
	input wire InternalRoutingComplete,
	output wire InternalRouteReset,
	output wire [(BT_WIDTH-1):0] InternalCurrent_BT,
	output wire InternalRouteEnable,
	input wire MappingComplete,
	input wire UpdateComplete,
	output wire NeuronUnitReset,
	output wire NeuronUnitInitialize,
	output wire MapNeurons,
	output wire UpdateEnable,        				
	output wire InitializationComplete
);
	reg [(BT_WIDTH-1):0] Current_BT; 
	wire [(BT_WIDTH-1):0] DeltaT_Extended; 
	reg InDQ, AuxDQ, OutDQ, InREn, IntREn, UEn1, UEn2, UEn3, UEn, IRIS ; 
	assign InputReset = Reset;
	assign AuxReset = Reset;
	assign OutReset = Reset;
	assign InputRouteReset = Reset;
	assign InternalRouteReset = Reset;	
	assign NeuronUnitReset = Reset;
	assign InputRouteInitialize = Initialize; 
	assign NeuronUnitInitialize = Initialize;
	assign MapNeurons = Initialize && ~MappingComplete;
	assign DeltaT_Extended = {{BT_WIDTH-DELTAT_WIDTH{1'b0}},DeltaT};	 
	assign InputEnqueue = ExternalEnqueue;
	assign InputDequeue = InDQ && ~InREn;
	assign AuxDequeue = AuxDQ && ~InREn;
	assign OutDequeue = OutDQ;
	assign InputRouteEnable = InREn && ~InputRoutingComplete;
	assign InternalRouteEnable = IntREn && ~InternalRoutingComplete;
	assign UpdateEnable = UEn;
	assign InputRouteInputSelect = IRIS;
	assign InternalCurrent_BT = Current_BT;
	assign InitializationComplete = MappingComplete;
	always @ (posedge Clock) begin 
		if (Reset) begin 
			InputQueueEnable <= 0;
			AuxQueueEnable <= 0;
			OutQueueEnable <= 0;
			InDQ <= 0;
			AuxDQ <= 0;
			OutDQ <= 0;
			IRIS <= 0;
			InREn <= 0;
			IntREn <= 0;
			UEn <= 0;
			UEn1 <= 0;
			UEn2 <= 0;
			UEn3 <= 0;
			Current_BT <= {BT_WIDTH{1'b0}};
		end
		else if (Initialize) begin 
			InputQueueEnable <= 1;
			AuxQueueEnable <= 1;
			OutQueueEnable <= 1;
			InDQ <= 0;
			AuxDQ <= 0;
			OutDQ <= 0;
			IRIS <= 0;
			InREn <= 0;
			IntREn <= 0;
			UEn <= 0;	
			UEn1 <= 0;
			UEn2 <= 0;
			UEn3 <= 0;
			Current_BT <= {BT_WIDTH{1'b0}};
		end
		else if (Run) begin
			InputQueueEnable <= 1;
			AuxQueueEnable <= 1;
			OutQueueEnable <= 1;
			InDQ <= (InputBT_Head == Current_BT && ~InputRouteInputSelect && ~IsInputQueueEmpty && ~InREn && ~UEn && ~IntREn) ? 1'b1 : 1'b0;
			AuxDQ <= (AuxBT_Head == Current_BT && InputRouteInputSelect && ~IsAuxQueueEmpty && ~InREn && ~UEn && ~IntREn) ? 1'b1 : 1'b0;
			OutDQ <= ExternalDequeue && ~IsOutQueueEmpty;
			IRIS <=  (InputBT_Head != Current_BT || ~IsAuxQueueEmpty) ? 1'b1 : 1'b0;
			if (InputDequeue || AuxDequeue) begin 
				InREn <= 1'b1;
			end
			else;
			if (InputRoutingComplete) begin 
				InREn <= 1'b0;
			end
			else;
			if ((InputBT_Head != Current_BT) && (IsAuxQueueEmpty) && ~InREn && ~IntREn) begin
				UEn1 <= 1'b1;
				UEn2 <= UEn1;
				UEn3 <= UEn2;
				UEn <= UEn3; 
			end
			else;			
			if (UpdateComplete) begin 
				UEn <= 1'b0;
				IntREn <= 1'b1;	
			end
			else;
			if(InternalRoutingComplete) begin 
				IntREn <= 1'b0;
				Current_BT <= Current_BT + DeltaT_Extended;
			end
			else;
		end
	end
endmodule
File: design/flow/run.sh
#!/bin/bash
# OpenROAD 26Q1-2900-gdf79404cd8, Yosys 0.63+post, stock flow scripts
make -C /OpenROAD-flow-scripts/flow DESIGN_CONFIG=/design/flow/config.mk WORK_HOME=/design/flow/orfs finish
File: design/flow/config.mk
export PLATFORM = sky130hd
export DESIGN_NAME = SysControl
export DESIGN_NICKNAME = SysControl
export VERILOG_FILES = /design/flow/design.v
export SDC_FILE = /design/flow/constraint.sdc
export NUM_CORES = 4
export LEC_CHECK = 1
export CORE_UTILIZATION = 30
File: design/flow/constraint.sdc
current_design SysControl

set clk_period 9.0
set clk_io_pct 0.2

create_clock -name clk0 -period $clk_period [get_ports {Clock}]

set non_clock_inputs [all_inputs -no_clocks]
set_input_delay [expr $clk_period * $clk_io_pct] -clock clk0 $non_clock_inputs
set_output_delay [expr $clk_period * $clk_io_pct] -clock clk0 [all_outputs]
==> out/qor.yml <==
yosysSeqAreaShare_pct: 28.7
rrSetupSlack_ns: 6.61
synthCells: 389
routedWlPerCell_um: 16.7
hold_buffers: 0
startpoint_type: "input port"
yosysMostFrequentCell: "xnor2_1"
crit_family: "buffers and inverters"
dp.cells: 632
grt_setup_unrepaired: "no"
crit_chain: "clkdlybuf4s50_1, nor2b_1, clkdlybuf4s50_1"
ys_seq_elements: 47
fmax_mhz: 204
crit_end: "MapNeurons"
core-area_um2: 10500
drt_iter0_markers: 128
cts-buffers-inserted: 5
period_used_pct: 54.5
numPortBuffers: 143
post_drt_via_cell_ratio: 4.99
initCoreUtil_pct: 31.3
warnings: 64
yosys_warnings: 1
ys.flop_type: "dfxtp_1"
htree_levels: 2
wirelength_um: 10700
overflow: 0
route.detailed.drc: 0
ioPinCount: 185
grt_use_total_pct: 19.2
clockBufferDepth: 2
crit_start: "Initialize"
die_width_um: 106
die_y_um: 106
reg2reg_to: "Current_BT[32]$_SDFFE_PP0P_"
r2r-start: "Current_BT[0]$_SDFFE_PP0P_"
cp_slowest_stage_delay_ns: 0.68
required_ns: 7.20
holdCritPathClass: "reg2reg"
first_pass_iters: 4
cp-end-kind: "primary output"
netlist_area_um2: 3270
cts.clk_slew.worst_paths_ns: 0.09
netlist.area_leader.share_pct: 28.7
clock-sinks: 47
stdcell_count: 640
top_area_cell: "dfxtp_1"
gp_congestion: 0.819
final-max-slew-violation-count: 0
finalSetupTns_ns: 0
cts_tree: "done"
critical_path_class: "in2out"
power_mw: 0.423
cp_max_fo: 11
dieArea_um2: 11300
netlist_top_cells_count: "xnor2_1 (52), dfxtp_1 (47), xor2_1 (33)"
syn2layout_area_growth_pct: 45.5
topCellsByArea: "dfxtp_1 (29%), xnor2_1 (14%), xor2_1 (8.8%), nand4_1 (3.8%), a21oi_1 (3.4%)"
cp_data_arrival_time_ns: 3.11
post-route-min-period_ns: 4.91
ir_worst_vdd_v: 0.0000577
whs_ns: 0.470
fp-row-count: 37
r2r_cells: 7
ys_chip_area_um2: 3270
async_flop_share_pct: 0
grt_max_degree: 37
yosys_cells: 389
ys_types: 54
antenna_found_initial: 0
power_density_nw_per_um2: 88.7
clock_latency_ns: 0.30
outcome: "completed"
antenna_left: 0
grt_pass1_vias: 3066
crit_cells: 3
drive_gt1_share_pct: 3.57
setup_viol: 0
slew-limit-headroom_pct: 48.0
synth-edff-count: 0
fin_worst_skew_ns: 0.00474
cts_setup_buffers: 0
critPathBufInv: 2
worst_pin_slew_ns: 0.779
hold_viol: 0
crit_path_top_delay_cell: "clkdlybuf4s50_1"
cts_resized: 0
dp_hpwl_um: 8360
cts-root-buf: "clkbuf_8"
avgSynthCellArea_um2: 8.41
cp_common_cell: "clkdlybuf4s50_1"
power.leakage_nw: 1.62
grt_first_pass_wirelength_um: 16500
vias: 3191
diodes: 0
maxCapViolCount: 0
==> stage by stage <==
step                worst slack [ns]  instance area (um^2)  utilization (%)
floorplan                       5.30                  3270                -
global placement                4.08                  4680             44.8
detailed placement              4.10                  4680             44.8
CTS                             4.10                  4760             45.5
global route                    4.00                  4760             45.5
finish                          4.09                  4760             45.5
==> tightest hold or removal path, stage by stage, from the launching register on <==
cell	delay, ns
dfxtp_1	0.31
nand2_1	0.06
mux2i_1	0.06
==> worst min-delay path by stage <==
stage	slack (ns)	cells past startpoint	to	startpoint
6_report	0.47	2	UEn3$_SDFFE_PP0P_	UEn3$_SDFFE_PP0P_
5_1_grt	0.50	1	UEn1$_SDFFE_PP0P_	UEn1$_SDFFE_PP0P_
4_1_cts	0.48	2	UEn3$_SDFFE_PP0P_	UEn3$_SDFFE_PP0P_
==> where the power goes <==
group	internal (mW)	switching (mW)
logic	0.0551	0.0300
clock network	0.0547	0.0718
registers	0.209	0.00181
total	0.319	0.104
==> cells by family after synthesis <==
kind of cell	Yosys count	synth area share [%]
AND/OR/NAND/NOR	149	27.2
multiplexers	4	1.22
AND-OR/OR-AND	57	11.2
adder cells (fa/ha/maj)	5	2.14
XOR/XNOR	85	22.7
buffers and inverters	42	6.69
flip-flops	47	28.7
==> sequential cells by signal, summed over array words and instances (netlist names) <==
name and cells:
Current_BT 36, AuxDQ 1, IRIS 1, InDQ 1
InREn 1, InputQueueEnable 1, IntREn 1, OutDQ 1
UEn 1, UEn1 1, UEn2 1, UEn3 1
==> cell type report <==
cell class | instances | area [um^2]
flip-flops and latches | 47 | 941
inverters | 5 | 18.8
clock inverters | 1 | 5.00
well taps | 136 | 170
clock buffers | 7 | 76.3
repair buffers | 144 | 1440
multi-input cells | 300 | 2110
fillers | 1041 | 5700
==> placed cells by master, fill, tap and decap left out, drive strengths merged, types with 2 or more instances in the layout <==
cell | netlist | final
clkdlybuf4s50 | 0 | 143
xnor2 | 52 | 52
dfxtp | 47 | 47
xor2 | 33 | 33
a21oi | 22 | 22
nand2 | 22 | 22
nand4 | 22 | 22
nor2 | 19 | 19
nand3 | 15 | 15
or3 | 13 | 13
nor4 | 12 | 12
or4 | 11 | 11
o31ai | 9 | 9
and4 | 9 | 9
o21ai | 7 | 7
clkbuf | 19 | 7
inv | 5 | 5
and3 | 5 | 5
nor2b | 4 | 4
nor4b | 4 | 4
mux2i | 4 | 4
nor3 | 4 | 4
ha | 4 | 4
a21o | 3 | 3
o311ai | 3 | 3
or2 | 2 | 2
and2 | 2 | 2
o41ai | 2 | 2
a31oi | 2 | 2
nand2b | 2 | 2
==> layer usage <==
layer | share of wire [%] | track usage, % | wire length (um) | up-vias
met4 | 1.3 | 2.25 | 137 | 0
li1 | - | - | - | 1622
met2 | 46 | 31.0 | 4920 | 122
met3 | 8.8 | 3.56 | 946 | 11
met5 | 0 | 0 | 0 | -
met1 | 44 | 27.8 | 4690 | 1436
Power is estimated from default activity; no workload was simulated.
